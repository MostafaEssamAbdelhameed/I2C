==> ./design.v <==
module I2C_controller (
    input clk ,rst,
    input wr_i2c,
    input [2:0] cmd,
    input [7:0] data_in,
    input [15:0] dvsr ,
    output [7:0] data_out,
    output ack,
    output reg ready,
    output reg done_tick,
    input sda_input_s,
    output sda_output_m,
    output scl
);
parameter [2:0] cmd_start = 3'b000 ,
                cmd_wr = 3'b001 ,
                cmd_rd = 3'b010 ,
                cmd_stop = 3'b011 ,
                cmd_restart = 3'b100 ;
parameter state_reg_width = 4;
parameter [state_reg_width-1:0] idle_state = 0,
                                start1_state = 1,
                                start2_state = 2,
                                hold_state = 3,
                                stop1_state = 4,
                                stop2_state = 5,
                                data1_state = 6,
                                data2_state = 7, 
                                data3_state = 8, 
                                data4_state = 9, 
                                data_end_state = 10,
                                restart_state = 11;   
reg [state_reg_width-1:0] current_state , next_state;  
reg [15:0] counter , count_reg ;
wire [15:0] quarter , half;
assign quarter = dvsr;
assign half = dvsr << 1 ; 
reg [3:0] N_bits , bits_count;
reg [8:0] TX , RX , TX_reg , RX_reg ;
reg scl_reg , sda_reg ;
reg scl_t , sda_t ;
assign scl = scl_reg ? 1'b1 : 1'b0 ;
wire disconnect_line;
assign disconnect_line = ((bits_count == 8 && cmd == cmd_wr)|| (cmd == cmd_rd && bits_count < 8))? 1'b1:1'b0;
assign sda_output_m = (disconnect_line) ? 1'bz : sda_reg;
	always @(posedge clk or negedge rst) begin
		if(!rst)
			begin
                current_state <= idle_state;
                counter <= 0;
                scl_reg <= 1'b1;
                N_bits <= 0;
                RX_reg <= 0;
                TX_reg <= 0;
                sda_reg <= 0;
			end
		else 
			begin
                current_state <= next_state;
                counter <= count_reg +1 ;
                scl_reg <= scl_t;
                sda_reg <= sda_t;
                N_bits <= bits_count;
                RX_reg <= RX;
                TX_reg <= TX;
			end
	end
    always @(*) begin
            done_tick = 1'b0;
            count_reg = counter;
            ready = 1'b0;
            scl_t = scl_reg;
            count_reg = counter;
            TX = TX_reg;
            RX = RX_reg;
            bits_count = N_bits;
            sda_t = sda_reg;
            case(current_state)
                idle_state: 
                begin
                    ready = 1'b1;
                    sda_t = 1'b1;
                    scl_t = 1'b1;
                    if (wr_i2c && cmd == cmd_start) begin
                         next_state = start1_state ;
                         count_reg = 0;
                    end
                    else begin
                        next_state = idle_state;
                    end
                end
                start1_state:
                begin
                    sda_t = 1'b0;
                    scl_t = 1'b1;
                    if (counter == half) begin
                        next_state = start2_state;
                        count_reg = 0;
                    end
                    else next_state = start1_state;
                end
                start2_state:
                begin
                    sda_t = 1'b0;
                    scl_t = 1'b0;
                    if (counter == half) begin 
                        next_state = hold_state;
                        count_reg = 0;
                    end
                    else next_state = start2_state;
                end
                hold_state:
                begin
                    ready = 1'b1;
                    scl_t = 1'b0;
                    sda_t = 1'b0;
                    count_reg = 0;
                    bits_count = 0;
                    if(cmd == cmd_stop) begin
                         next_state = stop1_state;
                    end
                    else if (cmd == cmd_restart) begin
                        next_state = restart_state ;
                    end
                    else if (cmd == cmd_rd || cmd_wr)begin
                         next_state = data1_state;
                         TX = {data_in, 1'b0};
                    end
                    else begin
                         next_state = hold_state;
                    end
                end
                data1_state:
                begin
                    scl_t = 1'b0;
                    sda_t = TX[8];
                    if(counter == quarter) begin
                        next_state = data2_state;
                        count_reg = 1'b0;
                    end
                    else begin
                        next_state = data1_state;
                    end
                end
                data2_state:
                begin
                    scl_t = 1'b1;
                    sda_t = TX[8];
                    if(counter == quarter) begin
                        next_state = data3_state;
                        count_reg = 1'b0;
                        if      (cmd == cmd_wr && N_bits !=8) RX[8-N_bits]= sda_output_m;
                        else if (cmd == cmd_wr && N_bits ==8) RX[8-N_bits]= sda_input_s;
                        else if (cmd == cmd_rd && N_bits !=8) RX[8-N_bits]= sda_input_s;
                        else if (cmd == cmd_rd && N_bits ==8) RX[8-N_bits]= sda_output_m;
                    end
                    else begin
                        next_state = data2_state;
                    end
                end
                data3_state:
                begin
                    scl_t = 1'b1;
                    sda_t = TX[8] ;
                    if(counter == quarter) begin
                        next_state = data4_state;
                        count_reg = 1'b0;
                    end
                    else begin
                        next_state = data3_state;
                    end
                end
                data4_state:
                begin
                    scl_t = 1'b0;
                    sda_t = TX[8] ;
                    if(counter == quarter) begin
                        count_reg = 1'b0;                        
                        if (N_bits != 8) begin
                             next_state = data1_state;
                             TX = {TX[7:0] , 1'b0};
                             bits_count = bits_count + 1;
                        end
                        else begin
                            next_state = data_end_state;
                            done_tick = 1;
                        end
                    end
                    else begin
                        next_state = data4_state;
                    end
                end    
                data_end_state:
                begin
                    scl_t = 1'b0;
                    sda_t = 1'b0 ;
                    if(counter == quarter) begin
                        count_reg = 0;
                        next_state = hold_state;
                    end
                    else begin
                        next_state = data_end_state;
                    end
                end
                stop1_state:
                begin
                    scl_t = 1'b1;
                    sda_t = 1'b0;
                    if(counter == half)begin
                        count_reg=0;
                        next_state = stop2_state;
                    end
                    else begin
                        next_state = stop1_state; 
                    end
                end   
                stop2_state:
                begin
                    scl_t = 1'b1;
                    sda_t = 1'b1;
                    bits_count = 0;
                    if(counter == half)begin
                        count_reg=0;
                        next_state = idle_state;
                    end
                    else begin
                        next_state = stop2_state; 
                    end
                end  
                default: 
                begin
                        done_tick = 1'b0;
                        count_reg = counter;
                        ready = 1'b0;
                        scl_t = scl_reg;
                        count_reg = counter;
                        TX = TX_reg;
                        RX = RX_reg;
                        bits_count = N_bits;
                        sda_t = sda_reg;
                        next_state = idle_state;
                end     
            endcase
    end
    assign ack = RX[0];
    assign data_out =(done_tick == 1 && cmd == cmd_rd)? RX[8:1]:0;
endmodule
==> ./run.sh <==
#!/bin/bash
# OpenROAD 26Q1-2900-gdf79404cd8, Yosys 0.63+post, stock flow scripts
make -C /OpenROAD-flow-scripts/flow DESIGN_CONFIG=/design/flow/config.mk WORK_HOME=/design/flow/orfs finish
==> ./config.mk <==
export PLATFORM = sky130hd
export DESIGN_NAME = I2C_controller
export DESIGN_NICKNAME = I2C_controller
export VERILOG_FILES = /design/flow/design.v
export SDC_FILE = /design/flow/constraint.sdc
export NUM_CORES = 4
export LEC_CHECK = 1
export CORE_UTILIZATION = 30
==> ./constraint.sdc <==
current_design I2C_controller

set clk_period 6.7
set clk_io_pct 0.2

create_clock -name clk0 -period $clk_period [get_ports {clk}]

set non_clock_inputs [all_inputs -no_clocks]
set_input_delay [expr $clk_period * $clk_io_pct] -clock clk0 $non_clock_inputs
set_output_delay [expr $clk_period * $clk_io_pct] -clock clk0 [all_outputs]
==> run summary <==
vias in the first global route -> 2918
Max Slew Vio Count -> 0
top cells by count -> dfrtp_1, nor2_1, nand2_1
outcome -> completed
Vias/cell -> 5.132
headroom to the max-slew limit -> 0.3867
Worst Setup End Kind -> output pin
initial DRC count -> 159
DPL Wire Length -> 6.330 mm
YS chip area -> 3627 um^2
initial antenna violation count -> 0
area share, top type -> 0.3380
Synth warnings -> 2
Post-Syn Area -> 3627 um^2
Post-CTS Setup Inserts -> 0
critical path class -> reg -> out
Vias -> 2956
layout cell share with drive strength beyond 1 -> 0.09931
number of enable flip-flop cells -> 0
Die Wd -> 112.0 um
Congestion Overflow GR -> 0
Hold Path Class -> reg -> reg
global-route wire length before repair -> 14.50 mm
area leader, netlist -> dfrtp_1
Tot GR Track Use -> 0.1447
Clock transition at path regs -> 70 ps
count leader, synth -> dfrtp_1
CTS Buf Count -> 5
CTS tree -> done
Crit path required time -> 5360 ps
main flop type -> dfrtp_1
drt pass-1 iters -> 15
Fill cells -> 1154
Leakage -> 1.749 nW
Buffers on Ports -> 43
register area share after synthesis -> 0.3525
top cells, area -> dfrtp_1, xnor2_1, xor2_1
site row count -> 39
Yosys Instances -> 400
Die Span Y -> 112.0 um
number of nets with antenna violations after routing -> 0
RSZ-0062 raised after global routing -> no
RePlAce Congestion -> 0.9553
setup TNS -> 0 ps
Post-Syn Instances -> 400
Placed Instances -> 568
post-synthesis cell type count -> 62
Latency at later pin -> 290 ps
Slew @ Worst Pin -> 913.1 ps
hold_buf cts -> 0
max cap viols -> 0
routed wire length -> 8.451 mm
total I/O pin count -> 44
post-CTS resize count -> 0
cycle use final -> 0.8675
CTS max path bufs -> 2
Worst setup SP type -> flip-flop
largest net degree at the start of global routing -> 52
max FFs per register -> 16
root buf cell -> clkbuf_16
mean routed wirelength per cell -> 14.67 um
asr flop ratio synth -> 1.000
peak supply drop -> 0.09660 mV
Cell Count, Final, Fillers Out -> 576
final setup violation count -> 0
Initial Util -> 0.3123
P per Cell Area -> 170.2 nW/um^2
Core Region -> 11610 um^2
syn avg cell area -> 9.068 um^2
chip area -> 12540 um^2
fmax -> 0.1720 GHz
clk_skew -> 8.042 ps
ant diodes -> 0
Log Warnings -> 27
CP Max Fanout -> 13
Critical Path AT -> 4470 ps
crit path time final -> 5812 ps
Syn-to-layout area delta -> 19.35%
post-synthesis register bit count -> 51
# DRC -> 0
H-tree levels -> 2
clk sinks -> 51
Hold Vio Cnt, Final -> 0
==> worst paths after layout <==
| path | cells after the start | slack, ps | to | startpoint |
|---|---|---|---|---|
| min reg2reg | 1 | 490 | TX_reg[7]$_DFFE_PN0P_ | TX_reg[7]$_DFFE_PN0P_ |
| max in group asynchronous | 2 | 5090 | RX_reg[2]$_DFF_PN0_ | rst |
| min in group asynchronous | 2 | 1150 | counter[14]$_DFF_PN0_ | rst |
| max | 14 | 890 | data_out[1] | N_bits[0]$_DFFE_PN0P_ |
| max reg2reg | 13 | 2890 | RX_reg[8]$_DFF_PN0_ | N_bits[0]$_DFFE_PN0P_ |
| min | 1 | 490 | TX_reg[7]$_DFFE_PN0P_ | TX_reg[7]$_DFFE_PN0P_ |
==> through the flow <==
stage	area, um^2	utilization	setup slack, ps	hold slack (ps)	total power [W]
2_1_floorplan	3627	-	2057	426.6	0.0004055
3_3_place_gp	4156	0.3579	1172	468.4	0.0004440
3_5_place_dp	4156	0.3579	1157	477.4	0.0004448
4_1_cts	4329	0.3728	888.0	494.0	0.0007488
5_1_grt	4329	0.3728	509.6	514.6	0.0007724
6_report	4329	0.3728	887.6	488.3	0.0007367
==> metal layers <==
layer	vias up	part of all wire	global-route usage
li1	1471	-	-
met1	1398	0.46	0.2058
met2	76	0.47	0.2364
met3	11	0.055	0.02715
met4	0	0.015	0.02578
met5	-	0	0
==> where the power goes <==
group          internal, W  switching [W]  total [W]
logic            0.0000516      0.0000441  0.0000957
clock network     0.000178       0.000119   0.000298
registers         0.000321      0.0000221   0.000343
total             0.000551       0.000186   0.000737
==> kinds of logic (layout without fill, tap and decap cells) <==
kind of cell	count (synthesis)	in the layout	synth area share
adders and majority gates	9	9	0.03105
muxes	25	25	0.07589
and+or+nand+nor	172	172	0.2660
DFF	51	51	0.3525
AOI/OAI and AO/OA	58	58	0.1163
xor gates and xnor gates	48	48	0.1159
buffers and inverters	37	70	0.04243
==> layout by cell type, fill, tap and decap left out, drive strengths merged, types with 2 or more instances in the layout <==
master,count
xnor2,28
xor2,20
dfrtp,49
or3,4
o21bai,2
inv,18
a22o,2
or2,3
o21ai,15
a31oi,2
clkbuf,5
nand3,9
nand2b,12
mux2i,5
and3,4
or3b,4
clkdlybuf4s50,42
nor4,15
nand4b,2
o31ai,7
dfstp,2
o211ai,2
a22oi,3
nor2b,7
nor3,13
and2,4
buf,3
o41ai,3
mux2,20
nand4,11
nand2,36
nand3b,5
a21oi,11
nor3b,3
nor4b,2
ha,9
nor2,37
==> final cells by class <==
class                      count  area (um^2)  share of cell area
clock buffer                   5        125.1             0.02890
clock inverter                 3        47.55             0.01098
inverter                      17        63.81             0.01474
multi-input combinational    312         2195              0.5069
sequential                    51         1279              0.2954
tap                          143        178.9             0.04133
timing repair buffer          45        440.4              0.1017
==> worst max-delay path, stage by stage (launching register included) <==
cell             delay [ps]
dfrtp_1                 520
inv_1                   170
ha_1                    240
nand3b_1                320
nand2_1                 330
inv_1                    70
ha_1                    320
or3b_1                  420
or3_4                   370
nor4_2                  320
a21o_1                  170
nand4_1                 110
o31ai_2                 210
and2_1                  150
clkdlybuf4s50_1         450
Power figures rest on the tool's default switching activity, not on a simulated workload.
